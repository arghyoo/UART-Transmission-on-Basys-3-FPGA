--- design/flow/run.sh ---
#!/bin/bash
# OpenROAD 26Q1-2900-gdf79404cd8, Yosys 0.63+post, stock flow scripts
make -C /OpenROAD-flow-scripts/flow DESIGN_CONFIG=/design/flow/config.mk WORK_HOME=/design/flow/orfs finish
--- design/flow/config.mk ---
export PLATFORM = sky130hd
export DESIGN_NAME = Debounce_Signals
export DESIGN_NICKNAME = Debounce_Signals
export VERILOG_FILES = /design/flow/design.v
export SDC_FILE = /design/flow/constraint.sdc
export NUM_CORES = 4
export LEC_CHECK = 1
export CORE_AREA = 10 10 111 111
export DIE_AREA = 0 0 121 121
--- design/flow/constraint.sdc ---
current_design Debounce_Signals

set clk_period 4.8
set clk_io_pct 0.2

create_clock -name clk0 -period $clk_period [get_ports {clk}]

set non_clock_inputs [all_inputs -no_clocks]
set_input_delay [expr $clk_period * $clk_io_pct] -clock clk0 $non_clock_inputs
set_output_delay [expr $clk_period * $clk_io_pct] -clock clk0 [all_outputs]
--- design/flow/design.v ---
`timescale 1ns / 1ps
module Debounce_Signals#(parameter threshold =1000000)(
input clk,
input btn,
output reg transmit);
reg button_ff1=0;
reg button_ff2=0;
reg [30:0] count=0;
always @(posedge clk)
begin
button_ff1<=btn;
button_ff2<=button_ff1;
end
always @ (posedge clk)
begin
if(button_ff2)
begin
if(~&count)
count<=count+1;
if(|count)
count<=count-1;
end
if(count>threshold)
transmit<=1;
else 
transmit<=0;
end
endmodule
==> out/qor.yml <==
outcome: "finished clean"
synth.cell_area_um2: 2800
cts-root-buf: "sky130_fd_sc_hd__clkbuf_8"
max-vdd-ir-drop_v: 0.000187
startpoint_type_of_the_worst_setup_path: "flip-flop"
post_cts.resized_instances: 0
path_clk_slew_ns: 0.07
fin_worst_skew_ns: 0.00200
cp.required_ns: 4.83
route.antenna.remaining_nets: 0
detail_route.wl_per_cell_um: 13.8
num_antenna_cells: 0
final_weighted_congestion_in_routability_driven_placement: 0.880
pin_count_of_the_biggest_net_entering_global_routing: 29
rows: 36
register_bit_total_from_synthesis: 34
worst-endpoint-arrival_ns: 4.29
fin_cells: 438
fillers: 1014
clk_path_buf_depth: 2
grt.overflow.total: 0
remaining_drc_errors: 0
floorplan.die.width_um: 121
maximum_fanout_along_the_worst_path: 23
ff_type: "sky130_fd_sc_hd__edfxtp_1"
antenna_found_initial: 0
yosysChipArea_um2: 2800
detailedRoute.firstPassIterationCount: 4
maxSlewViolCount: 0
critPathKind: "reg -> reg"
unrepaired_setup_endpoints_after_global_routing: "false"
die_area_um2: 14600
critical_path.endpoint_type: "flip-flop"
share_of_synthesized_area_spent_on_multiplexers_pct: 0
worstSkewPairLatency_ns: 0.28
die_height_um: 121
setup-violations-final: 0
async_reset_ff_share_pct: 0
dominant_combinational_cell_family_by_area_after_synthesis: "AND-OR/OR-AND gates"
core_util_floorplan_pct: 28.4
synth-adder-area-share_pct: 13.7
drt-vias-per-instance: 5.07
placed_cells: 430
final.setup.tns_ns: 0
cts.sink_count: 34
place_hpwl_um: 4710
coreArea_um2: 9860
synth.yosys.warnings: 1
netlist-cell-type-count: 51
synth-xor-area-share_pct: 8.44
top_cells_by_area: "sky130_fd_sc_hd__edfxtp_1 (33%), sky130_fd_sc_hd__ha_1 (13%), sky130_fd_sc_hd__xnor2_1 (5.6%)"
design_power_total_uw: 2160
ios: 3
drt_iter0_drc: 88
worstMarginPinSlew_ns: 0.537
post_route_cells_drive_above_1_share_pct: 7.21
total_leakage_power_uw: 0.00106
ctsHtreeMaxLevel: 2
flow.area_growth_from_synthesis_pct: 8.80
grt_pass1_wl_um: 10100
tritoncts.num_buffers: 5
first_global_vias: 2116
layout_min_cycle_time_ns: 4.25
top_area_cell: "sky130_fd_sc_hd__edfxtp_1"
maxClockFrequency_ghz: 0.235
synth-seq-area-share_pct: 35.4
power_density_nw_per_um2: 708
io_buffer_count: 2
final_min_period_over_clock_period_pct: 88.6
timing_hold_violations_final: 0
num_vias: 2221
yosys.area.top_type_share_pct: 33.2
max_slew_margin_pct: 63.9
min_path_type: "reg -> reg"
globalRouteTotalUtil_pct: 8.32
edff_count_synth: 31
cts_tree: "yes"
synth-simple-area-share_pct: 13.7
postRouteWirelength_um: 6020
cts.repair_timing.setup_buffer_count: 0
compound_area_share_pct: 25.1
yosysCellCount: 302
cts_hold_repair.buffers: 0
synth_area_per_cell_um2: 9.28
worst_hold_slack_ns: 0.329
final_util_pct: 30.9
postSynthCellCount: 302
warning_count: 25
max_cap_violation_count: 0
-- state kept, by name, indices dropped and copies added, names as in the netlist --
| register | count |
|---|---|
| button_ff1 | 1 |
| count | 31 |
| transmit | 1 |
| button_ff2 | 1 |
-- logic make-up after synthesis --
group                    after synthesis
adder cells (fa/ha/maj)               30
flip-flops                            34
AND/OR/NAND/NOR                       80
XOR/XNOR                              27
AND-OR/OR-AND                        106
buffers and inverters                 25
-- synth_stat cells, drive strengths merged (3+ instances only) --
cell type	n
o31ai	3
nor4	6
ha	29
nand2	24
o22ai	3
a21oi	35
inv	16
edfxtp	31
a211oi	4
a31oi	5
xnor2	18
o21a	5
nand2b	3
a21o	4
nor2	18
nand4	6
o21ai	27
dfxtp	3
xor2	9
clkbuf	7
and3	3
nand3	8
o21bai	9
nor3	6
-- report_power, final --
group / switching [uW] / internal (uW) / leakage, uW
clock network: 105 / 116 / 0.0000482
registers: 88.4 / 535 / 0.000328
logic: 762 / 550 / 0.000686
-- per-layer routing --
| metal | vias to the layer above | global-route usage, % | share of wire, % |
|---|---|---|---|
| li1 | 1145 | - | - |
| met4 | 0 | 0.905 | 0.91 |
| met2 | 40 | 12.2 | 42 |
| met3 | 7 | 1.42 | 4.2 |
| met5 | - | 0 | 0 |
| met1 | 1029 | 13.0 | 53 |
-- path summary, 6_finish.rpt --
path                                          start                  end  slack, ns  cells past startpoint
worst min-delay path             button_ff1$_DFF_P_   button_ff2$_DFF_P_       0.33                      0
worst max-delay path            count[21]$_DFFE_PP_  count[30]$_DFFE_PP_       0.55                     13
worst min register to register   button_ff1$_DFF_P_   button_ff2$_DFF_P_       0.33                      0
worst max register to register  count[21]$_DFFE_PP_  count[30]$_DFFE_PP_       0.55                     13
-- critical path: stages, from the launching register on --
cell                       delay, ns
sky130_fd_sc_hd__edfxtp_1       0.42
sky130_fd_sc_hd__nor4_1         0.38
sky130_fd_sc_hd__nand3_1        0.20
sky130_fd_sc_hd__nor3_1         0.50
sky130_fd_sc_hd__inv_1          0.27
sky130_fd_sc_hd__buf_4          0.30
sky130_fd_sc_hd__ha_1           0.37
sky130_fd_sc_hd__nor2b_1        0.17
sky130_fd_sc_hd__o31a_1         0.30
sky130_fd_sc_hd__o211ai_1       0.24
sky130_fd_sc_hd__a21oi_1        0.17
sky130_fd_sc_hd__a21oi_2        0.34
sky130_fd_sc_hd__a21oi_1        0.15
sky130_fd_sc_hd__xor2_1         0.18
-- cell usage in the layout (no fill, tap or decap), types with 3 or more instances in the layout --
master / n
sky130_fd_sc_hd__nand4_1: 6
sky130_fd_sc_hd__xor2_1: 9
sky130_fd_sc_hd__dfxtp_1: 3
sky130_fd_sc_hd__inv_1: 16
sky130_fd_sc_hd__nor2_1: 18
sky130_fd_sc_hd__o21bai_1: 8
sky130_fd_sc_hd__a21oi_2: 4
sky130_fd_sc_hd__a31oi_1: 4
sky130_fd_sc_hd__o21ai_0: 17
sky130_fd_sc_hd__nor3_1: 6
sky130_fd_sc_hd__nor4_1: 6
sky130_fd_sc_hd__nand2b_1: 3
sky130_fd_sc_hd__a21o_1: 4
sky130_fd_sc_hd__o22ai_1: 3
sky130_fd_sc_hd__a21oi_1: 31
sky130_fd_sc_hd__nand2_1: 24
sky130_fd_sc_hd__ha_1: 29
sky130_fd_sc_hd__o21a_1: 5
sky130_fd_sc_hd__xnor2_1: 18
sky130_fd_sc_hd__edfxtp_1: 31
sky130_fd_sc_hd__clkbuf_8: 6
sky130_fd_sc_hd__o21ai_1: 9
sky130_fd_sc_hd__nand3_1: 8
-- layout make-up --
type | count | area (um2) | share of cell area, %
clock buffer | 7 | 86.3 | 2.83
inverter | 16 | 60.1 | 1.97
sequential | 34 | 991 | 32.5
clock inverter | 1 | 5.00 | 0.164
multi-input combinational | 243 | 1700 | 55.9
tap | 133 | 166 | 5.46
timing repair buffer | 4 | 35.0 | 1.15
-- metrics by stage --
| stage | setup slack [ns] | cell area, um2 |
|---|---|---|
| 3_5_place_dp | 0.505 | 2960 |
| 2_1_floorplan | 1.38 | 2800 |
| 5_1_grt | 0.261 | 3050 |
| 3_3_place_gp | 0.532 | 2960 |
| 4_1_cts | 0.480 | 3050 |
| 6_report | 0.548 | 3050 |
Power and IR drop assume default switching activity.
