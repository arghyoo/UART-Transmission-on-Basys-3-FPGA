### flow/run.sh
#!/bin/bash
# OpenROAD 26Q1-2900-gdf79404cd8, Yosys 0.63+post, stock flow scripts
make -C /OpenROAD-flow-scripts/flow DESIGN_CONFIG=/design/flow/config.mk WORK_HOME=/design/flow/orfs finish
### flow/config.mk
export PLATFORM = sky130hd
export DESIGN_NAME = Transmitter
export DESIGN_NICKNAME = Transmitter
export VERILOG_FILES = /design/flow/design.v
export SDC_FILE = /design/flow/constraint.sdc
export NUM_CORES = 4
export LEC_CHECK = 1
export CORE_AREA = 10 10 96 96
export DIE_AREA = 0 0 106 106
### flow/constraint.sdc
current_design Transmitter

set clk_period 3.2
set clk_io_pct 0.2

create_clock -name clk0 -period $clk_period [get_ports {clk}]

set non_clock_inputs [all_inputs -no_clocks]
set_input_delay [expr $clk_period * $clk_io_pct] -clock clk0 $non_clock_inputs
set_output_delay [expr $clk_period * $clk_io_pct] -clock clk0 [all_outputs]
### flow/design.v
`timescale 1ns / 1ps
module Transmitter(
input clk,
input [7:0] data,
input transmit,
input reset,
output reg TxD);
reg [3:0]  bit_counter;  
reg[13:0] baudrate_counter; 
reg[9:0] shiftright_register;  
reg state, next_state; 
reg shift; 
reg load;  
reg clear;  
always@(posedge clk)
begin
if(reset)
begin
state<= 0;
 bit_counter<=0;
baudrate_counter<=0;
end
else begin
baudrate_counter<=baudrate_counter+1;
if(baudrate_counter==10415)
begin
state<=next_state; 
baudrate_counter<=0; 
if(load)
shiftright_register<={1'b1, data, 1'b0}; 
if(clear)
bit_counter<=0;
if(shift)
shiftright_register<=shiftright_register>>1;
bit_counter<=bit_counter+1;
end
end
end
always @(posedge clk)
begin
load<=0;
shift<=0;
clear<=0;
TxD<=1;  
case(state)
0:begin
if(transmit)
    begin
    next_state<=1;  
    load<=1; 
    shift<=0;  
    clear<=0;  
    end
else  
    begin 
        next_state<=0;
        TxD<=1; 
    end
end
1: begin  
if(bit_counter==10)
    begin 
    next_state<=0;  
    clear<=1;
end
else begin
    next_state<=1;
    TxD<=shiftright_register[0];
    shift<=1;
end
end
default:
next_state<=0;
endcase
end
endmodule
==> summary.txt <==
Post-synth ARST share: 0%
Top cell area share: 33.9%
Top Layout Cells: dfxtp_1 (23), nor2_1 (20), xnor2_1 (11), clkdlybuf4s50_1 (11), edfxtp_1 (10)
Crit end category: register
Yosys Chip Area: 1360 um2
Synth Seq Share: 56.0%
# diodes: 0
Peak supply drop: 0.164 mV
Critical path cell sequence: ha_1, nand3_1, or4_1, nor3_1, buf_4
Syn Area/Cell: 10.5 um2
CTS root buffer: clkbuf_8
Netlist cell types: 27
Reg clk slew, reported paths: 60 ps
Largest net degree at the start of global routing: 14
Final hold violation count: 0
Layout cell share with drive strength beyond 1: 11.0%
# rows: 31
First-pass GRT wire length: 3850 um
Initial antenna violation count: 0
Final worst path period need: 2310 ps
Slew Limit Fails: 0
First drt pass iteration count: 4
Worst slew pin tran: 444 ps
Port bufs: 11
Synth flops: 33
Clk sinks: 33
Post-route insts no fill: 244
Die W: 106 um
# Cells Yosys: 129
Setup violations, final: 0
Synth Cell Area: 1360 um2
Residual DRC: 0
Via count: 878
Worst Clk Skew: 5.63 ps
Critical path fanouts, max: 10
Pint: 0.604 mW
Tot GR Track Use: 4.08%
Power Density: 456 nW/um2
Initial drt markers: 28
Per-cell routed wire length: 8.92 um
Outcome: completed
Post_cts resized: 0
Leakage power: 0.529 nW
Core ar.: 7210 um2
Routability Congestion: 0.797
Clock power share: 38.1%
Commonest Layout Cell: dfxtp_1
Post-DP HPWL: 1550 um
Antenna viol nets, final: 0
Placed Cells: 236
Post-synth top area cell: dfxtp_1
Switching portion of total power: 20.0%
Total gr overflow: 0
Worst EP required: 3190 ps
Worst relative slew slack: 70.4%
Startpoint type of the worst setup path: register
Synth area leaders: dfxtp_1 (34%), edfxtp_1 (22%), xnor2_1 (7.1%)
Reg2reg start: baudrate_counter[0]
Comb power frac: 3.7%
Final Cycle Share: 72.2%
Seq pwr share: 58.1%
Worst Setup SP: baudrate_counter[0]
Crit path depth: 5
OpenROAD warnings: 26
Core Util, Final: 23.0%
Init Core Util: 18.8%
Vias per inst: 3.60
Buf/Inv on CP: 1
Area Overhead vs Synth: 21.9%
Hold_buf cts: 0
Clk latency late pin: 280 ps
FMAX: 433 MHz
Switch Pwr: 0.151 mW
Power Total: 0.755 mW
CP max stage delay: 740 ps
Die H: 106 um
Most used flip-flop cell: dfxtp_1
HP Class: register to register
R2r setup slk: 890 ps
Reg2reg path depth: 5
# IOs: 12
TritonCTS Buffers: 5
Arr. time, crit path: 2300 ps
Max Root-Sink Buffers: 2
Hold_ws: 433 ps
Number of global-route vias before repair: 888
Chip area: 11200 um2
Reg-to-Reg End: shiftright_register[3]
Critical Path Slowest Stage Cell: or4_1
CTS tree: done
Htree depth: 2
Final wirelength: 2180 um
Syn Inst Count: 129
Number of max-cap violations: 0
EDFF count, synth: 10
Crit Path Class: register to register
Worst Setup EP: shiftright_register[3]
Post-CTS setup buffer count: 0
RSZ-0062 raised after global routing: no
CP delay by family, top: simple AND/OR/NAND/NOR gates
Yosys warns: 1
Setup TNS: 0 ps
[area by class of cell]
type                            count  area, um2
Tap cell                           99        124
Multi-Input combinational cell     85        548
Inverter                            7       26.3
Fill cell                         792       5560
Clock inverter                      1       3.75
Clock buffer                        7       76.3
Timing Repair Buffer               12        118
Sequential cell                    33        761
[routing by layer]
layer	up-vias	share of wire [%]	wire (um)	track usage [%]
li1	466	-	-	-
met1	392	49	1070	5.25
met2	13	43	941	6.36
met3	7	6.1	132	1.77
met4	0	1.7	36	0.677
met5	-	0	0	0
[Yosys cell counts (3+ instances only)]
cell type and number:
nor3_1 6, edfxtp_1 10, nand4_1 4, o21ai_0 3
nor2_1 20, mux2_2 8, dfxtp_1 23, ha_1 3
nand3_1 5, nand2_1 7, xnor2_1 11, inv_1 7
a21oi_1 3
[power by group through the flow]
stage / clock (mW) / combinational (mW) / sequential [mW]
final: 0.288 / 0.0282 / 0.439
after global routing: 0.316 / 0.0312 / 0.439
after CTS: 0.297 / 0.0290 / 0.439
[stage by stage]
stage          area (um2)  worst slack, ps
2_1_floorplan        1360              537
4_1_cts              1660              881
5_1_grt              1660              723
3_5_place_dp         1580              882
3_3_place_gp         1580              907
6_report             1660              891
[worst min path at each step]
stage	from	end	slack [ps]	depth (start not counted)
4_1_cts	shiftright_register[0]	TxD	440	1
5_1_grt	state	load	460	1
6_report	shiftright_register[0]	TxD	430	1
[state kept, by name (all words and copies together), names as in the netlist]
signal               cells
baudrate_counter        14
next_state               1
state                    1
shiftright_register     10
TxD                      1
bit_counter              4
load                     1
shift                    1
[kinds of logic (layout without fill, tap and decap cells)]
kind of cell | Yosys count | after routing | synth area share (%)
XOR/XNOR | 13 | 13 | 8.38
AND/OR/NAND/NOR | 54 | 54 | 19.6
adder cells (fa/ha/maj) | 3 | 3 | 2.76
AND-OR/OR-AND | 6 | 6 | 2.21
flip-flops | 33 | 33 | 56.0
buffers and inverters | 11 | 27 | 3.68
multiplexers | 9 | 9 | 7.37
No activity file was given, so power comes from the tool's default toggle rates.
